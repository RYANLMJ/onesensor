==> flow/design.v <==
module UART_BaudRate_generator(
    Clk                   ,
    Rst_n                 ,
    Tick                  ,
    BaudRate
    );
input           Clk                 ;  
input           Rst_n               ;  
input [15:0]    BaudRate            ;  
output          Tick                ;  
reg [15:0]      baudRateReg         ;  
always @(posedge Clk or negedge Rst_n)
    if (!Rst_n) baudRateReg <= 16'b1;
    else if (Tick) baudRateReg <= 16'b1;
         else baudRateReg <= baudRateReg + 1'b1;
assign Tick = (baudRateReg == BaudRate);
endmodule
==> flow/run.sh <==
#!/bin/bash
# OpenROAD 26Q1-2900-gdf79404cd8, Yosys 0.63+post, stock flow scripts
make -C /OpenROAD-flow-scripts/flow DESIGN_CONFIG=/design/flow/config.mk WORK_HOME=/design/flow/orfs finish
==> flow/config.mk <==
export PLATFORM = sky130hd
export DESIGN_NAME = UART_BaudRate_generator
export DESIGN_NICKNAME = UART_BaudRate_generator
export VERILOG_FILES = /design/flow/design.v
export SDC_FILE = /design/flow/constraint.sdc
export NUM_CORES = 4
export LEC_CHECK = 1
export CORE_AREA = 10 10 89 89
export DIE_AREA = 0 0 99 99
==> flow/constraint.sdc <==
current_design UART_BaudRate_generator

set clk_period 2.9
set clk_io_pct 0.2

create_clock -name clk0 -period $clk_period [get_ports {Clk}]

set non_clock_inputs [all_inputs -no_clocks]
set_input_delay [expr $clk_period * $clk_io_pct] -clock clk0 $non_clock_inputs
set_output_delay [expr $clk_period * $clk_io_pct] -clock clk0 [all_outputs]
==> results.sh <==
# source this file to load flow results
export IMPL_p_leak_nw=0.4717
export IMPL_power_density_nw_per_um2=469.0
export IMPL_crit_type="in -> out"
export IMPL_pwr_share_seq_pct=48.9
export IMPL_synthCells=98
export IMPL_clkLatencyLatePin_ns=0.25
export IMPL_slew_violations=0
export IMPL_layout_worst_path_cycle_share_pct=84.07
export IMPL_routed_wl_um=2162
export IMPL_cts_tree="yes"
export IMPL_core_area_um2=5991
export IMPL_antenna_left=0
export IMPL_comb_power_share_pct=17.9
export IMPL_preCtsSetupSlack_ns=0.06396
export IMPL_ys_types=19
export IMPL_gr_total_overflow=0
export IMPL_fillers=638
export IMPL_postSynthSeqShare_pct=42.24
export IMPL_insertedDiodeCount=0
export IMPL_p_sw_share_pct=27.83
export IMPL_area_growth_pct=32.37
export IMPL_power_switching_uw=164.3
export IMPL_cp_start_kind="primary input"
export IMPL_place_area_um2=1201
export IMPL_placed_cells=187
export IMPL_setup_viol=0
export IMPL_maxCapViolCount=0
export IMPL_path_clk_slew_ns=0.06
export IMPL_cts_htree_levels=1
export IMPL_outcome="finished, final reports clean"
export IMPL_die_area_um2=9801
export IMPL_drive_gt1_share_pct=6.034
export IMPL_p_int_uw=426.0
export IMPL_antenna_found_initial=0
export IMPL_totalNegativeSetupSlack_ns=0
export IMPL_worstSetupEndpointType="output port"
export IMPL_final_cells=191
export IMPL_hpwl_um=1697
export IMPL_firstDrtPassIters=3
export IMPL_warning_count=25
export IMPL_port_buffers=18
export IMPL_regMostFlops="baudRateReg"
export IMPL_die_h_um=99
export IMPL_post_route_min_period_ns=2.438
export IMPL_yosys_stat_cells=98
export IMPL_finalWeightedCongestion=0.7866
export IMPL_largest_registers="baudRateReg (16)"
export IMPL_relSlewSlack_pct=51.39
export IMPL_ys_flops=16
export IMPL_fp_utilization_pct=15.87
export IMPL_hold_slack_ns=0.4957
export IMPL_grt_usage_pct=4.682
export IMPL_clkPwrFrac_pct=33.2
export IMPL_grt_pass1_vias=775
export IMPL_routed_via_density=3.639
export IMPL_fmax_mhz=410.2
export IMPL_drtIter0Drc=56
export IMPL_worstPathArrival_ns=1.86
export IMPL_cpMaxStageDelayCell="clkdlybuf4s50_1"
export IMPL_path_cells="clkdlybuf4s50_1, xnor2_1, nand4_1, nor4_4, dlymetal6s2s_1"
export IMPL_die_w_um=99
export IMPL_syn_area_um2=950.9
export IMPL_critPathMaxStageDelay_ns=0.48
export IMPL_numCtsBuffers=3
export IMPL_grt_max_degree=17
export IMPL_peakVddDrop_v=0.0003053
export IMPL_synth_warnings=1
export IMPL_grt_first_pass_wirelength_um=3857
export IMPL_lay_top_cells="26 x xnor2_1, 17 x clkdlybuf4s50_1, 15 x nor2_1, 15 x dfrtp_1, 9 x nand4_1"
export IMPL_min_path_type="reg -> reg"
export IMPL_vias=695
export IMPL_drcViolationCount=0
export IMPL_timing_worst_slew_pin_value_ns=0.7268
export IMPL_crit_path_max_fanout=2
export IMPL_final_setup_worst_slack_ns=0.4619
export IMPL_clkSinkCount=16
export IMPL_hold_viol_final=0
export IMPL_rsz0062_at_grt="false"
export IMPL_boundaryPins=19
export IMPL_largest_reg_flops=16
export IMPL_cp_required_ns=2.32
export IMPL_wire_per_inst_um=11.32
export IMPL_postSynthAreaPerCell_um2=9.703
export IMPL_post_cts_buffers=0
export IMPL_clockBufferDepth=2
export IMPL_cts_root_buf="clkbuf_8"
export IMPL_fin_area_um2=1259
export IMPL_rows=28
export IMPL_fin_skew_ns=0.003162
export IMPL_yosys_area_um2=950.9
export IMPL_layout_top_cell="xnor2_1"
-- synth_stat cells --
cell type,instances,area share (%)
nor2_1,15,5.9
nand4_1,9,5.9
buf_2,2,1.1
and4_1,1,0.92
clkbuf_2,2,1.1
xor2_1,4,3.7
nor3_1,4,2.1
dfrtp_1,15,39
inv_1,2,0.79
nand2_1,4,1.6
ha_1,1,1.3
xnor2_1,26,24
nand2b_1,1,0.66
nor4_4,1,2.2
dfstp_2,1,2.8
nand3_1,4,2.1
nor4_1,4,2.6
nor2b_1,1,0.66
buf_6,1,1.2
-- critical path: cells and delay by family --
family / cells / cell delay [ns]
buffers and inverters: 2 / 0.62
and+or+nand+nor: 2 / 0.54
xor gates and xnor gates: 1 / 0.12
-- cell families (layout without fill, tap and decap cells) --
kind of cell	after synthesis	after routing	synth area share, %
simple gates	44	44	24.74
xor+xnor	30	30	27.63
flops	16	16	42.24
buf+inv	7	25	4.079
fa+ha+maj	1	1	1.316
-- layer usage --
metal / GRT usage (%) / vias up / share of wire, %
met4: 0.2205 / 0 / 0.56
li1: - / 368 / -
met5: 0 / - / 0
met1: 6.314 / 311 / 51
met2: 7.415 / 14 / 43
met3: 1.621 / 2 / 5.6
-- what timing repair did --
action / in CTS / in global routing
gates resized: 0 / 1
setup endpoints to repair: 0 / 1
hold buffers: 0 / 0
-- layout make-up --
cell class / count / area (um2) / area share (%)
Timing Repair Buffer: 19 / 190.2 / 15.11
Inverter: 2 / 7.507 / 0.5964
Tap cell: 75 / 93.84 / 7.455
Clock buffer: 4 / 55.05 / 4.374
Sequential cell: 16 / 401.6 / 31.91
Multi-Input combinational cell: 75 / 510.5 / 40.56
-- per-stage QoR --
stage                     power (mW)  utilization [%]
after global routing          0.6273            21.01
after floorplan               0.3595                -
after CTS                     0.6007            20.97
final                         0.5903            21.01
after detailed placement      0.3989            20.05
after global placement        0.3988            20.05
-- power groups by stage --
| stage | combinational [mW] | clock (mW) | sequential, mW |
|---|---|---|---|
| after CTS | 0.107 | 0.204 | 0.290 |
| after global routing | 0.120 | 0.212 | 0.296 |
| final | 0.105 | 0.196 | 0.289 |
-- final timing paths --
kind / startpoint / endpoint / slack, ns / cells after the start
setup / recovery: BaudRate[2] / Tick / 0.46 / 5
hold / removal: baudRateReg[0] / baudRateReg[0] / 0.50 / 1
setup reg to reg: baudRateReg[0] / baudRateReg[14] / 1.22 / 5
hold reg to reg: baudRateReg[0] / baudRateReg[0] / 0.50 / 1
max in group asynchronous: Rst_n / baudRateReg[6] / 1.67 / 1
min in group asynchronous: Rst_n / baudRateReg[11] / 0.76 / 1
Power figures rest on the tool's default switching activity, not on a simulated workload.
