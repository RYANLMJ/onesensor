$ cat design/flow/config.mk
export PLATFORM = sky130hd
export DESIGN_NAME = UART_rs232_rx
export DESIGN_NICKNAME = UART_rs232_rx
export VERILOG_FILES = /design/flow/design.v
export SDC_FILE = /design/flow/constraint.sdc
export NUM_CORES = 4
export LEC_CHECK = 1
export CORE_AREA = 10 10 109 109
export DIE_AREA = 0 0 119 119
$ cat design/flow/constraint.sdc
current_design UART_rs232_rx

set clk_period 1.3
set clk_io_pct 0.2

create_clock -name clk0 -period $clk_period [get_ports {Clk}]
create_clock -name clk1 -period $clk_period [get_ports {Tick}]

set non_clock_inputs [all_inputs -no_clocks]
set_input_delay [expr $clk_period * $clk_io_pct] -clock clk0 $non_clock_inputs
set_output_delay [expr $clk_period * $clk_io_pct] -clock clk0 [all_outputs]
$ cat design/flow/design.v
module UART_rs232_rx (Clk,Rst_n,RxEn,RxData,RxDone,Rx,Tick,NBits);		 
input Clk, Rst_n, RxEn,Rx,Tick;		 
input [3:0]NBits;			 
output RxDone;				 
output [7:0]RxData;			 
parameter  IDLE = 1'b0, READ = 1'b1; 	 
reg [1:0] State, Next;			 
reg  read_enable = 1'b0;		 
reg  start_bit = 1'b1;			 
reg  RxDone = 1'b0;			 
reg [4:0]Bit = 5'b00000;		 
reg [3:0] counter = 4'b0000;		 
reg [7:0] Read_data= 8'b00000000;	 
reg [7:0] RxData;			 
always @ (posedge Clk or negedge Rst_n)			 
begin
if (!Rst_n)	State <= IDLE;				 
else 		State <= Next;				 
end
always @ (State or Rx or RxEn or RxDone)
begin
    case(State)	
	IDLE:	if(!Rx & RxEn)		Next = READ;	  
		else			Next = IDLE;
	READ:	if(RxDone)		Next = IDLE; 	  
		else			Next = READ;
	default 			Next = IDLE;
    endcase
end
always @ (State or RxDone)
begin
    case (State)
	READ: begin
		read_enable <= 1'b1;			 
	      end
	IDLE: begin
		read_enable <= 1'b0;			 
	      end
    endcase
end
always @ (posedge Tick)
	begin
	if (read_enable)
	begin
	RxDone <= 1'b0;							 
	counter <= counter+1;						 
	if ((counter == 4'b1000) & (start_bit))				 
	begin
	start_bit <= 1'b0;
	counter <= 4'b0000;
	end
	if ((counter == 4'b1111) & (!start_bit) & (Bit < NBits))	 
	begin
	Bit <= Bit+1;
	Read_data <= {Rx,Read_data[7:1]};
	counter <= 4'b0000;
	end
	if ((counter == 4'b1111) & (Bit == NBits)  & (Rx))		 
	begin
	Bit <= 4'b0000;
	RxDone <= 1'b1;
	counter <= 4'b0000;
	start_bit <= 1'b1;						 
	end
	end
end
always @ (posedge Clk)
begin
if (NBits == 4'b1000)
begin
RxData[7:0] <= Read_data[7:0];	
end
if (NBits == 4'b0111)
begin
RxData[7:0] <= {1'b0,Read_data[7:1]};	
end
if (NBits == 4'b0110)
begin
RxData[7:0] <= {1'b0,1'b0,Read_data[7:2]};	
end
end
endmodule
$ cat design/flow/run.sh
#!/bin/bash
# OpenROAD 26Q1-2900-gdf79404cd8, Yosys 0.63+post, stock flow scripts
make -C /OpenROAD-flow-scripts/flow DESIGN_CONFIG=/design/flow/config.mk WORK_HOME=/design/flow/orfs finish
==> run notes <==
Implementation progress

The synthesis report lists the Yosys warning total as 1. The power density normalized to cell area stands at 1270 mW/mm². In this run the critical register-to-register path is launched from Bit[3].

The number of max-cap violations stands at 0. The first global-routing pass estimated roughly 4600 µm of wire. The floorplan has 36 rows.

The worst relative slew slack stands at 0.749. Yosys reported a register bit count of 30. The chip width stands at 119 µm. The count of unclocked register or latch pins came to 1.

The routability congestion estimate from global placement stands at 0.773. The simple logic cell fraction of the synthesized area stands at 0.141. The worst setup path is captured at a flop. The ratio of cells with drive above 1 in the final layout stands at 0.331.

The count of final max-slew check failures stands at 0. The share of the core filled by cells before placement stands at 0.147. The count of filler cells inserted in the layout stands at between 1000 and 1500. The setup path with the least slack is of type reg -> reg.

Setup repair after global routing could not meet its margin everywhere. Per the post-route antenna check, the number of violating nets is 0. The data arrival time of the critical path stands at 1.76 ns. Before CTS, the worst setup slack after placement is -0.932 ns.

The share of the core filled with cells stands at 0.219. The distinct cell type count after synthesis stands at 32. The complex-gate fraction of the synthesized area stands at 0.0740.

The share of cell area taken by muxes after synthesis stands at 0.0564. In this run, the synthesized area fraction spent on xor and xnor cells is recorded as 0.0308. The synthesized cell area stands at approximately 0.0014 mm².

The area fraction of the largest cell type after synthesis is 0.529. Dividing the detail-routed via count by the number of cells gives approximately 3.2. The repair_antennas step left the layout with diodes totalling 0. The layout report lists the multi-input gate area as 577 µm². After synthesis, the cell types taking the most area are sky130_fd_sc_hd__edfxtp_1, sky130_fd_sc_hd__ha_1, sky130_fd_sc_hd__mux2i_1, sky130_fd_sc_hd__dfxtp_1, sky130_fd_sc_hd__inv_1. The share of synthesized registers carrying an async set or reset stands at 0.0667. The total area inside the core boundary comes to 0.00964 mm². The violation count after the first detailed-route iteration stands at roughly 45. The OpenROAD report gives the critical path a required time of between 1 and 1.5 ns. The detail-routed net length per standard cell stands at 9.43 µm. The die outline height stands at around 120 µm. The critical path's largest stage delay stands at approximately 0.5 ns.

The accumulated negative setup slack stands at -10.97 ns. The synthesized chip area reported by yosys stands at approximately 0.0014 mm². Among the non-sequential cells, simple AND/OR/NAND/NOR gates take the most area. For reference, the clock transition at the flip-flops on the worst setup and hold paths is approximately 0.070 ns. The length of the first detailed-routing pass in iterations stands at 4. The type recorded for the worst min-delay path is in -> async. The run finished, with violations left. OpenROAD emitted warnings numbering 30.

In this run the VDD rail shows a maximum IR drop of 0.403 mV. For flop-to-flop paths, the worst setup slack is -0.50 ns. The number of design rule violations left after detail routing stands at 0. According to the dpl log, the detail-placed design has an HPWL of between 2000 and 2500 µm. Of all nets on the critical path, the largest fanout is 8. The wire length recorded after detailed routing is roughly 2800 µm.

Entering global routing, the biggest net connects 14 pins. Buffers placed on the I/O ports in this run total 16. The detailed router placed approximately 950 vias in this run. The critical path's slowest stage uses the library cell sky130_fd_sc_hd__or4_4. The area taken by sequential standard cells is reported as around 860 µm². Per the synth stats, the flop cell with the highest instance count is sky130_fd_sc_hd__edfxtp_1. The worst setup path is launched from a flop. The quantity of hold-fixing buffers added after cts stands at 0. The final timing report counts setup violations totalling 25. For this design the static power due to leakage is around 0.00086 µW.

For reference, the critical path cell chain is ha_2 > or4_4 > nor3_4 > and2_4. Final hold analysis gives a worst-case slack of 0.186 ns. According to the floorplan report, the total die area is around 0.014 mm². The via count of the first global-routing pass stands at ~980. The initial antenna violation count stands at 0. Ranked by instance count, the synthesized netlist is headed by sky130_fd_sc_hd__edfxtp_1, sky130_fd_sc_hd__inv_1, sky130_fd_sc_hd__nor2_1. The final hold violation count stands at 0. The worst register-to-register path ends at Read_data[3]. The count of endpoints without a timing constraint stands at 6.

The average instance area after synthesis stands at about 13 µm². The area share of fa/ha/maj cells after synthesis stands at 0.0617. Synthesis produced between 100 and 150 cells. The biggest area contributor in the post-synthesis netlist is sky130_fd_sc_hd__edfxtp_1. The synth_stat.txt file lists the number of cells as ~110. The layout overhead on the synthesized area stands at 48.8%.

Looking at the max-slew report, the worst-margin pin has a slew of around 0.37 ns. Looking at the gate-level netlist, the highest instance count belongs to sky130_fd_sc_hd__edfxtp_1. The checks that failed: setup timing. The count of flip-flops with a built-in enable after synthesis stands at 25. Across all setup checks in the final design, the least slack found is -0.497 ns. The leftover overflow at the end of global routing stands at 0. The worst-case reg-to-reg path depth stands at 4. For this run, the total global-route usage over all layers was measured as 0.0394. 18 I/O pins were placed.

The setup clock skew after layout stands at 0.00595 ns. TritonCTS built the clock tree.
-- power by group --
| group | total, µW | internal [µW] | switching (µW) | leakage [µW] |
|---|---|---|---|---|
| Sequential | 1310 | 1210 | 99.9 | 0.000283 |
| Combinational | 636 | 364 | 272 | 0.000535 |
| Clock | 728 | 424 | 304 | 0.0000459 |
| Total | 2680 | 2000 | 676 | 0.000864 |
-- how the worst max path moves through the flow --
| stage | start | endpoint | slack [ns] | cells past startpoint |
|---|---|---|---|---|
| 4_1_cts | Bit[3] | Bit[1] | -0.49 | 4 |
| 6_report | Bit[3] | Read_data[3] | -0.50 | 4 |
| 5_1_grt | Bit[3] | Read_data[3] | -0.56 | 4 |
-- critical path: cells and delay by family (launching register included) --
kind	cells	cell delay, ns
AND/OR/NAND/NOR	3	0.89
flip-flops	1	0.41
adder cells (fa/ha/maj)	1	0.20
-- per-stage QoR --
stage	instances	power (µW)	instance area, µm²
2_1_floorplan	111	1640	1430
5_1_grt	293	2850	2110
3_3_place_gp	279	1930	1910
6_report	293	2680	2110
4_1_cts	292	2710	2080
3_5_place_dp	279	1950	1910
-- state kept, by name, indices dropped and copies added (netlist names) --
name         flops
counter          4
State            2
Read_data        8
start_bit        1
read_enable      1
RxData           8
RxDone           1
Bit              5
-- what timing repair did --
item | CTS | global route
buffers inserted | 5 | 1
pin swaps | 7 | 1
setup endpoints to repair | 42 | 37
gates resized | 17 | 9
-- cells by family after synthesis --
group,after synthesis
xor+xnor,5
mux,8
fa+ha+maj,7
buf+inv,12
compound gates,15
latches,1
simple gates,34
flops,29
-- cells in the final DEF (no fill, tap or decap), types with 6 or more instances in the layout --
cell type,n
sky130_fd_sc_hd__edfxtp_1,25
sky130_fd_sc_hd__nand2_1,7
sky130_fd_sc_hd__mux2i_1,8
sky130_fd_sc_hd__inv_1,9
sky130_fd_sc_hd__buf_4,24
sky130_fd_sc_hd__o21ai_1,6
sky130_fd_sc_hd__dlymetal6s2s_1,6
sky130_fd_sc_hd__clkbuf_8,6
sky130_fd_sc_hd__nor2_1,9
-- per-layer routing --
| metal | wire length, µm | vias up | GRT usage |
|---|---|---|---|
| li1 | - | 492 | - |
| met1 | 1280 | 430 | 0.0485 |
| met2 | 1240 | 21 | 0.0619 |
| met3 | 227 | 2 | 0.0201 |
| met4 | 18 | 0 | 0.00687 |
| met5 | 0 | - | 0 |
-- area by class of cell --
type,count,share of cell area
Tap cell,133,0.0787
Clock buffer,7,0.0409
Clock inverter,1,0.00178
Multi-Input combinational cell,69,0.273
Timing Repair Buffer,43,0.181
Inverter,10,0.0178
Sequential cell,30,0.407
Power figures rest on the tool's default switching activity, not on a simulated workload.
