==> flow/design.v <==
module adcFSM(reset, adc_start, eoc, adc_data, clock, oe, ale, start, out_data);
 input reset, clock, adc_start, eoc;
 input [7:0] adc_data;
 output oe, ale, start;
 output [7:0] out_data;
 reg oe, ale, start;
 reg [7:0] out_data;
 parameter idle=3'h0, starting=3'h1, waiting=3'h2;
 parameter converting=3'h3, done=3'h4, reading=3'h5;
 reg [2:0] p_state, n_state;
 reg readData;
 integer dly;
 always @(negedge reset or posedge clock)
 begin : ChangeState
  if (reset == 0) begin
   p_state = idle;
  end else
   p_state = n_state;
 end
 always @(negedge reset or posedge clock)
 begin
  if (reset == 0) begin
   dly=0;
  end else begin
   if (p_state == n_state) dly=dly+1;
	else dly=0;
  end
 end
 always @(posedge clock)
 begin : Gen_NextState
  case (p_state)
   idle :
	 if (adc_start == 1) n_state=starting;
	starting :
	 if (dly>10) n_state=waiting;
	waiting :
	 if (eoc == 0) n_state=converting;
	converting :
	 if (eoc == 1) n_state=done;
	done :
	 if (dly>10) n_state=reading; 
	reading :
	 n_state = idle;
	default :
	 n_state = idle;
	endcase
 end
 always @(negedge reset or posedge clock)
 begin : Gen_ADCSignal
  if (reset == 0) begin
   ale=0; start=0; oe=0;
  end else begin
   case(p_state)
	 idle : begin
	  ale=0; start=0; oe=0; readData=0;
	 end
	 starting : begin
	  ale=1; start=1; oe=0; readData=0;
	 end
	 waiting : begin
	  ale=0; start=0; oe=0; readData=0;
	 end
	 converting : begin
	  ale=0; start=0; oe=0; readData=0;
	 end
	 done : begin
	  ale=0; start=0; oe=1; readData=0;
	 end
	 reading : begin
	  ale=0; start=0; oe=1; readData=1;
	 end
	 default : begin
	  ale=0; start=0; oe=0; readData=0;
	 end
	endcase
  end
 end
 always @(negedge reset or posedge readData)
 begin : Gen_OutputData
  if (reset == 0)
   out_data = 8'b00000000;
  else
   out_data = adc_data;
  end
 endmodule 
module adc_Controller(reset, clock, adc_clock, selectInput, eoc, adc_data, start, ale, oe, address, out_data);
 input reset, clock, eoc;
 input [2:0] selectInput;
 input [7:0] adc_data;
 output adc_clock, start, ale, oe;
 output [2:0] address;
 output [7:0] out_data;
 wire rst, adc_start;
 assign rst=~reset;
 assign address=selectInput;
 freqADC U1(1, clock, adc_clock);
 genStart U2(rst, adc_clock, adc_start);
 adcFSM U3(rst, adc_start, eoc, adc_data, adc_clock, oe, ale, start, out_data);
endmodule
module freq38K(reset,clock,thirtyEightKHz);
input reset,clock;
output thirtyEightKHz;
reg thirtyEightKHz;
integer count;
always @(negedge reset or posedge clock)
begin
 if (reset == 0)
begin
 thirtyEightKHz =0;
count = 0;
end else
begin
 if (count>= 650) begin
count = 0;
thirtyEightKHz = ~thirtyEightKHz;
end else
count= count +1;
end
end
endmodule
module freqADC(reset, clock, adc_clock);
 input reset, clock;
 output adc_clock;
 reg adc_clock;
 integer count;
 always @(negedge reset or posedge clock)
  begin
   if (reset == 0)
	begin
    adc_clock=0;
	 count=0;
   end else
   begin
	 if (count>=50) 
	 begin
	  count=0;
	  adc_clock=~adc_clock;
	 end else
	  count=count+1;
	 end
	end
endmodule 
module genStart(reset, clock, adc_start);
 input reset, clock;
 output adc_start;
 reg adc_start;
 integer count;
 always @(negedge reset or posedge clock)
 begin
  if (reset == 0) begin
	adc_start = 0;
   count=0;
  end else begin 
   if (count >= 16400) begin
    count=0;
	 adc_start=1;
	end else begin
    adc_start = 0;
	 count=count+1;
	end
  end
 end
endmodule	
module tx_sys(eoc, adc_data, adc_clock, start, ale, oe, address, reset, clock, txPin);
 input eoc;
 integer selectInput=3'b000;
 input [7:0] adc_data;
 output adc_clock, start, ale, oe;
 output [2:0] address;
 wire [7:0] out_data;
 adc_Controller U6(reset, clock, adc_clock, selectInput, eoc, adc_data, start, ale, oe, address, out_data);
 input reset, clock;
 output txPin;
 wire [7:0] data;
 wire rst, thirtyEightKHz, ready; 
 reg swSend;
 assign rst=~reset;
 assign data=out_data;
always @(posedge clock) 
 begin
  swSend = eoc;
 end
 freq38K U4(rst, clock, thirtyEightKHz);
 uart_tx U5(rst, thirtyEightKHz, swSend, data, txPin, ready);
 endmodule 
module uart_tx(reset, clock, sendCmd, data, txPin, ready);
input reset, clock, sendCmd;
input [7:0] data;
output txPin, ready;
reg txPin, ready;
parameter waiting=1'b0, sending=1'b1;
reg state;
integer cntClock;
integer cntBit;
reg [8:0] txBuffer;
reg beginSending;
always @(posedge clock)
begin : Gen_BaudRateClock
 if (cntClock<15) cntClock=cntClock+1;
 else cntClock=0;
end
always @(posedge sendCmd or posedge state)
begin : Gen_writeSignal
 if (state == sending)
      beginSending=0;
 else if (sendCmd == 1)
      beginSending=1;
end
always @(negedge reset or posedge clock)
begin : State_Transition
 if (reset == 0) begin
  state = waiting;
  txPin = 1;
  cntBit = 0;
 end else begin
 case (state)
  waiting : begin
  txPin = 1;
  cntBit = 0;
  if (beginSending == 1 ) begin
   state =sending;
   ready=0;
   txBuffer[0]=0;
   txBuffer[8:1]=data;
  end else ready = 1;
 end
 sending : begin
  if (cntClock == 0)
  begin
   if (cntBit < 10) begin
	 cntBit=cntBit+1;
	 txPin=txBuffer[0];
	 txBuffer={1'b1, txBuffer[8:1]};
	end else state = waiting;
  end
 end
 default : state = waiting;
endcase
end
end
endmodule
==> flow/run.sh <==
#!/bin/bash
# OpenROAD 26Q1-2900-gdf79404cd8, Yosys 0.63+post, stock flow scripts
make -C /OpenROAD-flow-scripts/flow DESIGN_CONFIG=/design/flow/config.mk WORK_HOME=/design/flow/orfs finish
==> flow/config.mk <==
export PLATFORM = sky130hd
export DESIGN_NAME = tx_sys
export DESIGN_NICKNAME = tx_sys
export VERILOG_FILES = /design/flow/design.v
export SDC_FILE = /design/flow/constraint.sdc
export NUM_CORES = 4
export LEC_CHECK = 1
export CORE_UTILIZATION = 50
==> flow/constraint.sdc <==
current_design tx_sys

set clk_period 6.6
set clk_io_pct 0.2

create_clock -name clk0 -period $clk_period [get_ports {clock}]

set non_clock_inputs [all_inputs -no_clocks]
set_input_delay [expr $clk_period * $clk_io_pct] -clock clk0 $non_clock_inputs
set_output_delay [expr $clk_period * $clk_io_pct] -clock clk0 [all_outputs]
==> results_slide.txt <==
Physical Implementation Snapshot

Hold path
  – HP Start: U4.thirtyEightKHz$_DFFE_PP0N_
  – WHS Path Cells: 1
  – Type of the worst min-delay path: reg2reg
  – WHS Endpoint: U4.thirtyEightKHz$_DFFE_PP0N_

Synth
  – Post-Syn Area: 10,980 um2
  – Distinct lib cells used: 64
  – Ys cells: 1,152
  – Post-synth seq share: 48.98%
  – Synth Flop Type: dfrtp_1
  – Syn Inst Count: 1,152
  – Chip area in the Yosys report: 10,980 um2
  – Yosys warnings: 8
  – Yosys reg bits: 225
  – Syn avg cell area: 9.528 um2
  – Flip-flops with a built-in enable: 14
  – Async S/R FF share, synth: 64.89%

Clock network
  – H-tree depth: 3
  – Hold-fix buffers, CTS: 0
  – CTS tree: built
  – Post-CTS Setup Bufs: 0
  – Bufs on Longest Clock Path: 2
  – CTS resizes: 0
  – CTS Buf Count: 9
  – Clk root buf: clkbuf_16
  – Clock slew at reported path FFs: 0.06 ns
  – Worst-Skew Late Latency: 0.34 ns

Final timing
  – Final setup vio count: 0
  – Endpoints left unconstrained: 174
  – Setup TNS: 0 ns
  – Worst-Margin Slew: 0.8470 ns
  – Final hold violation count: 0
  – Fmax: 324.1 MHz
  – Worst clock skew: 0.006684 ns
  – RSZ-0062 raised after global routing: no
  – Register pins left without a clock: 158
  – Final slew viol count: 0
  – Min cycle time layout: 3.085 ns
  – Max-Slew Margin vs Limit: 43.10%
  – Final period util: 46.75%

Route
  – Final ANT Viol Nets: 0
  – WL/cell: 13.77 um
  – Vias: 7,870
  – Ant diodes: 0
  – Initial DRC Count: 375
  – Vias/cell: 5.538
  – Final wirelength: 19,570 um
  – Drt pass-1 iters: 7
  – DR DRC count: 0

Pwr
  – P_leak: 4.731 nW
  – Clock share of power: 51.7%
  – NetSw: 0.2028 mW
  – Max VDD drop: 0.1505 mV
  – PwrDens: 77.07 nW/um2
  – Sequential share of power: 45.6%
  – Sw Ratio: 22.60%
  – Total power: 0.8971 mW
  – Combinational Power Share: 2.7%
  – Internal power: 0.6944 mW

Die
  – CORE AREA: 21,290 um2
  – Ports: 19
  – Floorplan-stage core utilization: 51.57%
  – Die Height: 150.2 um
  – Die area: 22,550 um2
  – Cell row count: 53
  – Die X: 150.2 um

Setup path
  – FF-to-FF setup slack: 4.32 ns
  – Req. time, crit path: 5.28 ns
  – Worst setup SP type: register
  – RR Startpoint: U4.count[30]$_DFF_PP0_
  – Arr. time, crit path: 1.77 ns
  – Worst Path Max Fanout: 76
  – RR Endpoint: U4.count[11]$_DFF_PP0_
  – Reg2Reg Depth: 6
  – Endpoint class of the critical path: output port
  – Setup CP Type: reg2out

GRT
  – GRT overflow: 0
  – Number of global-route vias before repair: 7,264
  – Gr usage total: 19.33%
  – Initial antenna violation count: 0
  – First-pass GRT wire length: 34,560 um
  – Largest net degree at the start of global routing: 77

Finish
  – Gate Area: 5260 um2
  – Area grow syn2layout: 6.053%
  – FILL cells: 1,834
  – Top Layout Cells: 163 x nor2_1, 144 x dfrtp_1, 72 x xor2_1, 68 x nand3_1, 67 x nand2_1
  – Top cell excl fill/tap: nor2_1
  – Layout cell share with drive strength beyond 1: 5.934%
  – Sequential cell area: 5378 um2

Run status
  – Status: completed

Placement
  – Post-DP HPWL: 13,280 um
  – Port buffer count: 15
  – Gp weighted congestion: 0.8632

Run
  – Number of max-cap violations: 0
  – Tool warnings: 31
==> sequential cells by signal (all words and copies together) (netlist names), 3 cells and up <==
name	flops
U4.count	32
U5.cntBit	32
U5.cntClock	32
U6.U1.count	32
U6.U2.count	32
U6.U3.dly	32
U5.txBuffer	9
U6.U3.out_data	8
U6.U3.n_state	3
U6.U3.p_state	3
==> through the flow <==
stage	std cells	hold WS, ns	setup WS (ns)	util (%)	area, um2
final	1421	0.4609	3.515	54.69	11640
after global routing	1421	0.4760	3.393	54.69	11640
after CTS	1421	0.4656	3.451	54.69	11640
after detailed placement	1405	0.4520	3.689	53.31	11350
after global placement	1405	0.4536	3.692	53.31	11350
after floorplan	1154	0.4216	1.360	-	10980
==> cells by family (layout without fill, tap and decap cells) <==
| logic type | after synthesis | count (layout) | synth area share [%] |
|---|---|---|---|
| other cells | 2 | 4 | 0.06842 |
| buf+inv | 81 | 73 | 3.226 |
| mux | 12 | 12 | 1.174 |
| compound gates | 110 | 110 | 6.201 |
| flops | 225 | 225 | 48.98 |
| simple gates | 578 | 578 | 28.49 |
| fa+ha+maj | 11 | 11 | 1.254 |
| xor+xnor | 133 | 133 | 10.61 |
==> worst max-delay path by stage <==
stage,from,end,depth (start not counted)
global route,U6.U1.adc_clock$_DFFE_PP_,adc_clock,2
CTS,U6.U1.adc_clock$_DFFE_PP_,adc_clock,2
finish,U6.U1.adc_clock$_DFFE_PP_,adc_clock,2
==> critical path: stages, from the launching register on <==
cell and delay (ns):
edfxtp_1 0.32, buf_4 0.50, clkdlybuf4s50_1 0.58
==> layer usage <==
| metal | part of all wire (%) | global-route usage [%] |
|---|---|---|
| met5 | 0 | 0 |
| met4 | 0.72 | 1.212 |
| met3 | 1.9 | 2.009 |
| met2 | 46 | 29.88 |
| met1 | 52 | 32.47 |
==> power groups by stage <==
stage	Combinational (mW)	Sequential (mW)	Clock [mW]
global route	0.0296	0.409	0.494
CTS	0.0269	0.409	0.478
finish	0.0246	0.409	0.463
==> synthesized netlist by cell type (6+ instances only) <==
cell,number,area (um2)
inv_1,27,101.4
nor3_1,31,155.2
dfrtp_1,145,3628
buf_2,10,50.05
and2_1,8,50.05
nor2_1,164,615.6
nand3_1,68,340.3
o21ai_0,19,95.09
or3_1,14,87.58
nor2b_1,7,43.79
nor4_1,49,306.5
and3_1,27,168.9
mux2_2,7,78.83
xnor2_1,61,534.3
a21oi_1,45,225.2
nand2_1,67,251.5
clkbuf_1,36,135.1
edfxtp_1,14,420.4
and4_1,18,157.7
nor3b_1,6,45.04
nand4_1,58,362.9
xor2_1,72,630.6
or4_1,23,172.7
ha_1,11,137.6
o31ai_1,21,157.7
dfxtp_1,65,1301
==> cell type report <==
| class | instances | share of cell area, % |
|---|---|---|
| Inverter | 28 | 0.9458 |
| Sequential cell | 225 | 46.20 |
| Tap cell | 275 | 2.956 |
| Multi-Input combinational cell | 848 | 45.18 |
| Clock inverter | 6 | 0.3762 |
| Clock buffer | 10 | 2.150 |
| Timing Repair Buffer | 29 | 2.193 |
Power figures rest on the tool's default switching activity, not on a simulated workload.
